==> /design/flow/design.v <==
package rv32i_types;
typedef enum bit [6:0] {
    op_lui   = 7'b0110111,  
    op_auipc = 7'b0010111,  
    op_jal   = 7'b1101111,  
    op_jalr  = 7'b1100111,  
    op_br    = 7'b1100011,  
    op_load  = 7'b0000011,  
    op_store = 7'b0100011,  
    op_imm   = 7'b0010011,  
    op_reg   = 7'b0110011,  
    op_csr   = 7'b1110011,  
    op_nop   = 7'b0000000   
} rv32i_opcode;
typedef enum bit [1:0] {
    cmpmux_rs2 = 2'd0,
    cmpmux_imm = 2'd1,
    cmpmux_zero = 2'd2
} cmpmux_sel_t;
typedef enum bit {
    alm1_rs1 = 1'd0,
    alm1_pc = 1'd1
} alumux1_sel_t;
typedef enum bit [3:0] {
    imm_i = 4'd0,
    imm_u = 4'd1,
    imm_b = 4'd2,
    imm_s = 4'd3,
    imm_j = 4'd4
} ctwimm_sel_t;
typedef enum bit [1:0] {
    alm2_imm = 2'd0,
    alm2_rs2 = 2'd1,
    alm2_zero = 2'd2
} alumux2_sel_t;
typedef enum bit [2:0] {
    wbm_alu = 3'd0,
    wbm_br = 3'd1,
    wbm_imm = 3'd2,
    wbm_rdata = 3'd3,
    wbm_pc4 = 3'd4,
    wbm_pc2 = 3'd5
} wb_sel_t;
typedef enum bit [2:0] {
    beq  = 3'b000,
    bne  = 3'b001,
    blt  = 3'b100,
    bge  = 3'b101,
    bltu = 3'b110,
    bgeu = 3'b111
} branch_funct3_t;
typedef enum bit [2:0] {
    lb  = 3'b000,
    lh  = 3'b001,
    lw  = 3'b010,
    lbu = 3'b100,
    lhu = 3'b101
} load_funct3_t;
typedef enum bit [2:0] {
    sb = 3'b000,
    sh = 3'b001,
    sw = 3'b010
} store_funct3_t;
typedef enum bit [2:0] {
    add  = 3'b000,  
    sll  = 3'b001,
    slt  = 3'b010,
    sltu = 3'b011,
    axor = 3'b100,
    sr   = 3'b101,  
    aor  = 3'b110,
    aand = 3'b111
} arith_funct3_t;
typedef enum bit [2:0] {
    alu_add = 3'b000,
    alu_sll = 3'b001,
    alu_sra = 3'b010,
    alu_sub = 3'b011,
    alu_xor = 3'b100,
    alu_srl = 3'b101,
    alu_or  = 3'b110,
    alu_and = 3'b111
} alu_ops;
typedef enum bit [2:0] {
    mul    = 3'b000,  
    mulh   = 3'b001,  
    mulhsu = 3'b010,  
    mulhu  = 3'b011,  
    div    = 3'b100,  
    divu   = 3'b101,  
    rem    = 3'b110,  
    remu   = 3'b111   
} mul_ops;
typedef struct packed {
    rv32i_opcode opcode;
    alu_ops aluop;
    logic muldiv;
    branch_funct3_t cmpop;
    logic load_regfile;
    logic dmem_read;
    logic dmem_write;
    cmpmux_sel_t cmpmux_sel;
    logic [1:0] pcmux_sel;
    alumux1_sel_t alumux1_sel;
    wb_sel_t wbmux_sel;
    alumux2_sel_t alumux2_sel;
    logic [2:0] funct3;
    logic [6:0] funct7;
    logic [31:0] pc;
    logic [31:0] imm;
    logic [4:0] rs1;
    logic [4:0] rs2;
    logic [4:0] rd;
} rv32i_control_word;
typedef logic [31:0] rv32i_word;
typedef logic [4:0] rv32i_reg;
typedef logic [3:0] rv32i_mem_wmask;
endpackage : rv32i_types
module regfile
(
    input clk,
    input load,
    input [31:0] in,
    input [4:0] rs1, rs2, rd,
    output logic [31:0] rs1_out, rs2_out
);
logic [31:0] data [32]  ;
initial
begin
    for (int i = 0; i < $size(data); i++)
    begin
        data[i] = 32'b0;
    end
end
always_ff @(posedge clk)
begin
    if (load && rd)
    begin
        data[rd] = in;
    end
end
always_comb
begin
    rs1_out = rs1 ? data[rs1] : 0;
    rs2_out = rs2 ? data[rs2] : 0;
end
endmodule : regfile
==> /design/flow/run.sh <==
#!/bin/bash
# OpenROAD 26Q1-2900-gdf79404cd8, Yosys 0.63+post, stock flow scripts
make -C /OpenROAD-flow-scripts/flow DESIGN_CONFIG=/design/flow/config.mk WORK_HOME=/design/flow/orfs finish
==> /design/flow/config.mk <==
export PLATFORM = sky130hd
export DESIGN_NAME = regfile
export DESIGN_NICKNAME = regfile
export VERILOG_FILES = /design/flow/design.v
export SDC_FILE = /design/flow/constraint.sdc
export NUM_CORES = 4
export LEC_CHECK = 1
export CORE_UTILIZATION = 30
==> /design/flow/constraint.sdc <==
current_design regfile

set clk_period 5.9
set clk_io_pct 0.2

create_clock -name clk0 -period $clk_period [get_ports {clk}]

set non_clock_inputs [all_inputs -no_clocks]
set_input_delay [expr $clk_period * $clk_io_pct] -clock clk0 $non_clock_inputs
set_output_delay [expr $clk_period * $clk_io_pct] -clock clk0 [all_outputs]
==> results.txt <==
On the backend side, the flow ran end to end.

The flow ran to the end, and the final reports show no timing, DRC or antenna violations. The maximum clock frequency stands at 186 MHz. STA reports the tightest min-delay check as being of type in -> reg.

In the hold report, the worst path ends at data[15][16]. The number of antenna violations at the first check in global routing came to 9. Once the clock tree was built, the setup fixing pass inserted 0 buffers. The die boundary width stands at 402 um. The detail route stage leaves a number of antenna-violating nets equal to 0.

Per the synth stats, the flop cell with the highest instance count is edfxtp_1. Looking at hold timing, the worst path starts from in[16]. Per the timing report, the biggest fanout along the worst path comes to 36. The count of cell types in the netlist stands at 39. The placement row count stands at 146. Yosys reported that registers with async set or reset make up 0%.

The number of buffer and inverter stages on the critical path stands at 3. The worst hold path passes through 2 cells. Walking the worst path, the cells encountered are buf_6 > inv_4 > nor2_2 > a22oi_1 > a311oi_1 > clkdlybuf4s50_1. On the worst setup and hold paths after CTS, the clock-pin slew comes to 0.07 ns. Entering global routing, the biggest net connects 79 pins. Yosys reported a register bit count of 1,024. The number of cells reported by Yosys stat comes to 2,564. The via-per-instance ratio stands at 5.65.

The area growth from synthesis to layout is 16.3%. The first-pass GRT wire length stands at 220,000 um. In the floorplan report the effective utilization is 30.2%. Per the post-synthesis report, the number of cells in the design is 2,564. The total half-perimeter wirelength after legalization and detailed placement stands at 91,700 um. The die span in y stands at 402 um. The average wire per cell in the routed design stands at 31.6 um.

Global routing used 20.6% of the available tracks across all layers. In this run the mean area of a mapped cell was 18.7 sq um. The routed via count stands at 27,812. The total power consumption of the routed design stands at 0.0160 W. The number of detailed-routing iterations run before antenna repair stands at 5. The synthesis report lists the Yosys warning total as 1. The number of flip-flops under the largest register name stands at 1,024. The worst supply voltage drop on vdd stands at 0.223 mV. The number of placed I/O pins stands at 113.

The critical path in this run is classified as in -> out. According to the Yosys statistics, the synthesized design has a chip area of 47,900 sq um. The register share after synthesis stands at 64.2%.

The static leakage stands at 17.9 nW. Once layout is complete, the utilization of the core stands at 35.2%. The final hold violation count stands at 0.

The area of the core stands at 158,000 sq um. The leftover overflow at the end of global routing stands at 0. Per the CTS log, the maximum H-tree level is 3.

Per the placement log, port buffering inserted 112 buffers. The via count of the first global-routing pass was 30,233. The endpoint required time on the critical path stands at 4.72 ns. TritonCTS built the clock tree. Setup violations remaining at the end of the flow were counted as 0.

Clock tree synthesis selected as its root buffer the cell clkbuf_16. Setup repair after global routing left no endpoint under its margin. The final count of pins violating max slew stands at 0. The worst path needs 5.36 ns of the cycle, external delays included.

The final timing summary puts the cycle share of the worst path at 90.9%. The worst slack at placement stands at 0.522 ns. Across all stage logs, warnings added up to 26. The cell area after synthesis stands at 47,900 sq um. The final routed DRC violation total stands at 0. The timing report shows that the slowest cell on the worst path is a311oi_1. The number of buffers added by the clock tree synthesis step stands at 98. The clock tree buffer depth stands at 3. STA classifies the critical path startpoint as an input port. The global placer's final weighted congestion stands at 0.895. The worst setup path is captured at an output pin. The chip area stands at 161,000 sq um. Yosys mapped a number of flops with a built-in enable equal to 1,024.

Data on the critical path arrives at its endpoint at 4.18 ns. The max capacitance violation total stands at 0. Across all checked pins, the minimum headroom to the slew limit is 31.2%. The setup slack after layout stands at 0.538 ns. The script computed a power per unit cell area of 287 nW/um^2.

Among cell families on the critical path, the largest total delay comes from buffers and inverters. For this design, the sink count on the clock tree is 1,024. The share of cells above drive strength 1 stands at 27.8%.

The sum of routed wire length over all layers stands at 156,000 um. The sum of negative setup slack stands at 0 ns. Post-CTS repair changed the size of 0 cells. The largest stage delay on the critical path stands at 0.73 ns. The pin closest to its max-slew limit shows a slew of 1.03 ns. The number of DRC markers after the initial detailed-route iteration stands at 1,832. The number of buffers added to fix hold violations after cts stands at 0.
-- worst max-delay path by stage --
stage | start | to | slack [ns] | depth (start not counted)
CTS | rs1[0] | rs1_out[26] | 0.52 | 7
global route | rs1[4] | rs1_out[11] | 0.36 | 7
finish | rs1[0] | rs1_out[12] | 0.54 | 6
-- report_power, final --
part / internal [W] / switching (W)
clock network: 0.00358 / 0.00276
registers: 0.00811 / 0.0000431
logic: 0.000659 / 0.000865
-- Yosys cell counts (5+ instances only) --
master,count,area share [%]
a211oi_1,53,0.83
a211oi_2,11,0.29
a21oi_1,32,0.33
a221oi_1,38,0.69
a221oi_2,16,0.50
a22oi_1,64,1.0
a311oi_1,32,0.59
buf_2,50,0.52
buf_4,53,0.83
buf_6,12,0.28
clkbuf_1,98,0.77
edfxtp_1,1024,64
mux2_2,64,1.5
mux2i_1,320,6.7
mux4_1,36,2.0
mux4_2,316,15
nand2_1,85,0.67
nand3b_1,6,0.094
nand4_1,32,0.42
nor2_1,36,0.28
nor2b_1,37,0.48
o2111ai_1,10,0.18
o21ai_0,50,0.52
o221ai_1,64,1.2
or3b_2,5,0.091
-- per-layer routing --
layer / global-route usage (%) / wire length, um / vias up
li1: - / - / 11442
met3: 17.0 / 29000 / 307
met1: 21.9 / 48400 / 13988
met4: 5.33 / 5140 / 24
met5: 2.65 / 569 / -
met2: 30.8 / 72600 / 2051
-- kinds of logic (layout without fill, tap and decap cells) --
family | count (synthesis) | after routing | share of synthesized area (%)
buf+inv | 217 | 473 | 2.44
compound gates | 374 | 374 | 6.15
mux | 736 | 736 | 25.0
other cells | 1 | 33 | 0.00783
flops | 1024 | 1024 | 64.2
simple gates | 212 | 212 | 2.18
-- area by class of cell --
class / count / area, sq um
Inverter: 2 / 10.0
Sequential cell: 1024 / 30700
Fill cell: 14416 / 103000
Clock buffer: 118 / 2570
Tap cell: 2072 / 2590
Multi-Input combinational cell: 1354 / 16400
Clock inverter: 61 / 612
Timing Repair Buffer: 292 / 2790
Antenna cell: 1 / 2.50
-- cells in the final DEF (no fill, tap or decap), drive strengths merged, types with 2 or more instances in the layout --
| master | n |
|---|---|
| a211oi | 64 |
| a21oi | 32 |
| a221oi | 54 |
| a22oi | 64 |
| a311oi | 32 |
| and2 | 2 |
| buf | 190 |
| bufinv | 11 |
| clkbuf | 118 |
| clkdlybuf4s50 | 102 |
| clkinv | 40 |
| clkinvlp | 6 |
| conb | 32 |
| edfxtp | 1024 |
| inv | 6 |
| mux2 | 64 |
| mux2i | 320 |
| mux4 | 352 |
| nand2 | 85 |
| nand3 | 2 |
| nand3b | 6 |
| nand4 | 32 |
| nor2 | 37 |
| nor2b | 37 |
| o2111ai | 10 |
| o21ai | 54 |
| o221ai | 64 |
| or3 | 2 |
| or3b | 5 |
-- through the flow --
step	hold WS (ns)	std cells	instance area (sq um)
global route	1.31	4924	55700
detailed placement	2.01	4744	52500
floorplan	1.28	2595	48000
finish	1.28	4924	55700
global placement	2.00	4744	52500
CTS	1.26	4923	55700
No activity file was given, so power comes from the tool's default toggle rates.
