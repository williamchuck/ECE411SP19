$ cat /design/flow/run.sh
#!/bin/bash
# OpenROAD 26Q1-2900-gdf79404cd8, Yosys 0.63+post, stock flow scripts
make -C /OpenROAD-flow-scripts/flow DESIGN_CONFIG=/design/flow/config.mk WORK_HOME=/design/flow/orfs finish
$ cat /design/flow/design.v
package rv32i_types;
typedef enum bit [6:0] {
    op_lui   = 7'b0110111,  
    op_auipc = 7'b0010111,  
    op_jal   = 7'b1101111,  
    op_jalr  = 7'b1100111,  
    op_br    = 7'b1100011,  
    op_load  = 7'b0000011,  
    op_store = 7'b0100011,  
    op_imm   = 7'b0010011,  
    op_reg   = 7'b0110011,  
    op_csr   = 7'b1110011,  
    op_nop   = 7'b0000000   
} rv32i_opcode;
typedef enum bit [1:0] {
    cmpmux_rs2 = 2'd0,
    cmpmux_imm = 2'd1,
    cmpmux_zero = 2'd2
} cmpmux_sel_t;
typedef enum bit {
    alm1_rs1 = 1'd0,
    alm1_pc = 1'd1
} alumux1_sel_t;
typedef enum bit [3:0] {
    imm_i = 4'd0,
    imm_u = 4'd1,
    imm_b = 4'd2,
    imm_s = 4'd3,
    imm_j = 4'd4
} ctwimm_sel_t;
typedef enum bit [1:0] {
    alm2_imm = 2'd0,
    alm2_rs2 = 2'd1,
    alm2_zero = 2'd2
} alumux2_sel_t;
typedef enum bit [2:0] {
    wbm_alu = 3'd0,
    wbm_br = 3'd1,
    wbm_imm = 3'd2,
    wbm_rdata = 3'd3,
    wbm_pc4 = 3'd4,
    wbm_pc2 = 3'd5
} wb_sel_t;
typedef enum bit [2:0] {
    beq  = 3'b000,
    bne  = 3'b001,
    blt  = 3'b100,
    bge  = 3'b101,
    bltu = 3'b110,
    bgeu = 3'b111
} branch_funct3_t;
typedef enum bit [2:0] {
    lb  = 3'b000,
    lh  = 3'b001,
    lw  = 3'b010,
    lbu = 3'b100,
    lhu = 3'b101
} load_funct3_t;
typedef enum bit [2:0] {
    sb = 3'b000,
    sh = 3'b001,
    sw = 3'b010
} store_funct3_t;
typedef enum bit [2:0] {
    add  = 3'b000,  
    sll  = 3'b001,
    slt  = 3'b010,
    sltu = 3'b011,
    axor = 3'b100,
    sr   = 3'b101,  
    aor  = 3'b110,
    aand = 3'b111
} arith_funct3_t;
typedef enum bit [2:0] {
    alu_add = 3'b000,
    alu_sll = 3'b001,
    alu_sra = 3'b010,
    alu_sub = 3'b011,
    alu_xor = 3'b100,
    alu_srl = 3'b101,
    alu_or  = 3'b110,
    alu_and = 3'b111
} alu_ops;
typedef enum bit [2:0] {
    mul    = 3'b000,  
    mulh   = 3'b001,  
    mulhsu = 3'b010,  
    mulhu  = 3'b011,  
    div    = 3'b100,  
    divu   = 3'b101,  
    rem    = 3'b110,  
    remu   = 3'b111   
} mul_ops;
typedef struct packed {
    rv32i_opcode opcode;
    alu_ops aluop;
    logic muldiv;
    branch_funct3_t cmpop;
    logic load_regfile;
    logic dmem_read;
    logic dmem_write;
    cmpmux_sel_t cmpmux_sel;
    logic [1:0] pcmux_sel;
    alumux1_sel_t alumux1_sel;
    wb_sel_t wbmux_sel;
    alumux2_sel_t alumux2_sel;
    logic [2:0] funct3;
    logic [6:0] funct7;
    logic [31:0] pc;
    logic [31:0] imm;
    logic [4:0] rs1;
    logic [4:0] rs2;
    logic [4:0] rd;
} rv32i_control_word;
typedef logic [31:0] rv32i_word;
typedef logic [4:0] rv32i_reg;
typedef logic [3:0] rv32i_mem_wmask;
endpackage : rv32i_types
module data_array #(
    parameter s_index = 3,
    parameter s_offset = 5
)
(
    clk,
    read,
    write_en,
    rindex,
    windex,
    datain,
    dataout
);
localparam s_mask   = 2**s_offset;
localparam s_line   = 8*s_mask;
localparam num_sets = 2**s_index;
input clk;
input read;
input [s_mask-1:0] write_en;
input [s_index-1:0] rindex;
input [s_index-1:0] windex;
input [s_line-1:0] datain;
output logic [s_line-1:0] dataout;
logic [s_line-1:0] data [num_sets-1:0]  ;
logic [s_line-1:0] _dataout;
assign dataout = _dataout;
initial
begin
    for (int i = 0; i < num_sets; i++)
    begin
        data[i] = 1'b0;
    end
end
always_ff @(posedge clk)
begin
    if (read)
        for (int i = 0; i < s_mask; i++)
            _dataout[8*i +: 8] <= (write_en[i] & (rindex == windex)) ? datain[8*i +: 8] : data[rindex][8*i +: 8];
    for (int i = 0; i < s_mask; i++)
    begin
		data[windex][8*i +: 8] <= write_en[i] ? datain[8*i +: 8] : data[windex][8*i +: 8];
    end
end
endmodule : data_array
$ cat /design/flow/constraint.sdc
current_design data_array

set clk_period 4.9
set clk_io_pct 0.2

create_clock -name clk0 -period $clk_period [get_ports {clk}]

set non_clock_inputs [all_inputs -no_clocks]
set_input_delay [expr $clk_period * $clk_io_pct] -clock clk0 $non_clock_inputs
set_output_delay [expr $clk_period * $clk_io_pct] -clock clk0 [all_outputs]
$ cat /design/flow/config.mk
export PLATFORM = sky130hd
export DESIGN_NAME = data_array
export DESIGN_NICKNAME = data_array
export VERILOG_FILES = /design/flow/design.v
export SDC_FILE = /design/flow/constraint.sdc
export NUM_CORES = 4
export LEC_CHECK = 1
export CORE_UTILIZATION = 50
==> results.sh <==
# yosys + openroad results
export IMPL_fin_tns_setup_ns=0
export IMPL_post_route_period_util=0.723
export IMPL_dieHeight_um=425
export IMPL_slew_violations=0
export IMPL_largest_area_cell="edfxtp_1"
export IMPL_grt_max_degree=83
export IMPL_fmax_mhz=282
export IMPL_hold_ws_ns=0.661
export IMPL_yosys_cells=3807
export IMPL_finalInstanceArea_sq_um=105000
export IMPL_warnings=26
export IMPL_total_power_mw=42.6
export IMPL_crit_type="input pin to register"
export IMPL_wl_mm=202
export IMPL_drcViolationCount=0
export IMPL_cts_inserted_buffers=231
export IMPL_placed_cells=6572
export IMPL_clk_latency_ns=0.86
export IMPL_slowest_delay_ns=0.89
export IMPL_dr_pass1_iters=5
export IMPL_syn_cell_area_sq_um=89500
export IMPL_post_layout_nonfiller_instances=7008
export IMPL_gp_congestion=0.843
export IMPL_min_path_type="input pin to register"
export IMPL_cts_tree="done"
export IMPL_drt_initial_drc_count=2332
export IMPL_track_usage=0.258
export IMPL_fp_row_count=154
export IMPL_cts_max_level=4
export IMPL_cellPowerDensity_nw_per_um2=407
export IMPL_cpMaxStageDelayCell="xnor2_2"
export IMPL_path_cells="clkdlybuf4s50_1, xnor2_2, buf_4, nand4_1, mux2_2"
export IMPL_io_buffers=551
export IMPL_wl_per_cell_um=28.8
export IMPL_cp_num_buf_inv=2
export IMPL_cp_required_ns=5.50
export IMPL_die_w_um=425
export IMPL_ys_top_cells_by_count="edfxtp_1 (2304), mux2_2 (512), mux4_2 (512), and2_1 (256), clkbuf_1 (94)"
export IMPL_rsz0062_at_grt="no"
export IMPL_synth_chip_area_sq_um=89500
export IMPL_cts_setup_buffers=0
export IMPL_cp_max_fo=11
export IMPL_nFillCells=12400
export IMPL_async_flop_share=0
export IMPL_hold_viol_final=0
export IMPL_critPathTopFamily="buffers and inverters"
export IMPL_outcome="finished clean"
export IMPL_drive_gt1_frac=0.304
export IMPL_critPathArrivalTime_ns=4.14
export IMPL_leakage_nw=33.4
export IMPL_tightest_slew_ns=1.04
export IMPL_cts_hold_buf=0
export IMPL_dp_hpwl_mm=123
export IMPL_setup_violations=0
export IMPL_cts_sinks=2304
export IMPL_endpoint_kind="register"
export IMPL_coreArea_sq_um=177000
export IMPL_seq_area_sq_um=69200
export IMPL_rrSetupSlack_ns=3.22
export IMPL_routed_via_count=40300
export IMPL_ys_seq_frac=0.773
export IMPL_grt_pass1_wl_mm=296
export IMPL_postPlaceCellArea_sq_um=97500
export IMPL_antenna_found_initial=52
export IMPL_comb_area_sq_um=19300
export IMPL_via_per_inst=5.75
export IMPL_yosys_most_used_dff="edfxtp_1"
export IMPL_startpoint_type="input pin"
export IMPL_cts_max_path_buffers=3
export IMPL_ys_warnings_count=1
export IMPL_synthDistinctLibCells=17
export IMPL_ant_nets=0
export IMPL_synthesis_instances=3807
export IMPL_path_clk_slew_ns=0.06
export IMPL_synthDominantCellAreaShare=0.773
export IMPL_edf_count=2304
export IMPL_area_growth_pct=17.2
export IMPL_cts_resized=0
export IMPL_syn_avg_cell_area_sq_um=23.5
export IMPL_relSlewSlack=0.303
export IMPL_vdd_drop_max_uv=320
export IMPL_pin_count=552
export IMPL_maxCapViolCount=0
export IMPL_grt_overflow=0
export IMPL_cts_root_buf="clkbuf_16"
export IMPL_skew_ns=0.0343
export IMPL_top_cell="edfxtp_1"
export IMPL_synthTopCellsByArea="edfxtp_1 (77%), mux4_2 (13%), mux2_2 (6.4%), and2_1 (1.8%), buf_6 (0.67%)"
export IMPL_dieArea_sq_um=181000
export IMPL_fp_util=0.506
export IMPL_grt_pass1_vias=44500
export IMPL_synth_flop_count=2304
export IMPL_period_minus_slack_ns=3.54
## flip-flops by register name, indices dropped and copies added, names as in the netlist
name / cells
_dataout: 256
data: 2048
## metal layers
metal	wire length [um]	GRT usage	vias up	share of wire
met5	495	0.0101	-	0.0024
met4	5840	0.0624	48	0.029
met3	21800	0.121	379	0.11
met2	105000	0.394	1804	0.52
met1	69400	0.380	20600	0.34
li1	-	-	17400	-
## cell type report
cell class                      count  share of cell area
Multi-Input combinational cell   1324               0.184
Clock buffer                      273              0.0568
Antenna cell                       15            0.000358
Tap cell                         2340              0.0279
Timing Repair Buffer              604              0.0588
Sequential cell                  2304               0.660
Clock inverter                    148              0.0127
## kinds of logic after synthesis
family / after synthesis / synth area share
and+or+nand+nor: 297 / 0.0208
buffers and inverters: 179 / 0.0122
DFF: 2304 / 0.773
muxes: 1024 / 0.193
xor gates and xnor gates: 3 / 0.000378
## cell usage in the layout, fill, tap and decap left out, types with 20 or more instances in the layout
cell type | synthesis | final
clkbuf_1 | 94 | 41
clkinv_1 | 0 | 57
edfxtp_1 | 2304 | 2304
bufinv_16 | 0 | 20
buf_4 | 0 | 34
mux2_2 | 512 | 512
and2_1 | 256 | 256
nand4_1 | 32 | 32
clkbuf_16 | 0 | 232
clkdlybuf4s50_1 | 0 | 547
mux4_2 | 512 | 512
clkinv_2 | 0 | 50
## per-stage QoR
stage	utilization	setup WS, ns
2_1_floorplan	-	2.02
3_3_place_gp	0.551	0.572
4_1_cts	0.593	1.44
3_5_place_dp	0.551	0.487
6_report	0.593	1.36
5_1_grt	0.593	1.27
## worst paths after layout
path	depth (start not counted)	start	end
setup / recovery	5	windex[0]	_dataout[113]
hold / removal	1	read	_dataout[191]
setup reg to reg	3	data[7][172]	_dataout[172]
hold reg to reg	3	data[0][49]	_dataout[49]
## power by group
| part | switching (mW) | total [mW] | internal (mW) |
|---|---|---|---|
| Clock | 7.26 | 17.0 | 9.69 |
| Combinational | 1.37 | 2.89 | 1.52 |
| Sequential | 0.226 | 22.8 | 22.6 |
## worst register-to-register path, stage by stage (launching register included)
cell      delay [ns]
edfxtp_1        0.36
mux4_2          0.50
mux2_2          0.30
mux2_2          0.26
Power is estimated from default activity; no workload was simulated.
