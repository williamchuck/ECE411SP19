--- flow/run.sh ---
#!/bin/bash
# OpenROAD 26Q1-2900-gdf79404cd8, Yosys 0.63+post, stock flow scripts
make -C /OpenROAD-flow-scripts/flow DESIGN_CONFIG=/design/flow/config.mk WORK_HOME=/design/flow/orfs finish
--- flow/constraint.sdc ---
current_design cache_arbiter

set clk_period 38.8
set clk_io_pct 0.2

create_clock -name clk0 -period $clk_period [get_ports {clk}]

set non_clock_inputs [all_inputs -no_clocks]
set_input_delay [expr $clk_period * $clk_io_pct] -clock clk0 $non_clock_inputs
set_output_delay [expr $clk_period * $clk_io_pct] -clock clk0 [all_outputs]
--- flow/config.mk ---
export PLATFORM = sky130hd
export DESIGN_NAME = cache_arbiter
export DESIGN_NICKNAME = cache_arbiter
export VERILOG_FILES = /design/flow/design.v
export SDC_FILE = /design/flow/constraint.sdc
export NUM_CORES = 4
export LEC_CHECK = 1
export CORE_AREA = 10 10 628 628
export DIE_AREA = 0 0 638 638
--- flow/design.v ---
package rv32i_types;
typedef enum bit [6:0] {
    op_lui   = 7'b0110111,  
    op_auipc = 7'b0010111,  
    op_jal   = 7'b1101111,  
    op_jalr  = 7'b1100111,  
    op_br    = 7'b1100011,  
    op_load  = 7'b0000011,  
    op_store = 7'b0100011,  
    op_imm   = 7'b0010011,  
    op_reg   = 7'b0110011,  
    op_csr   = 7'b1110011,  
    op_nop   = 7'b0000000   
} rv32i_opcode;
typedef enum bit [1:0] {
    cmpmux_rs2 = 2'd0,
    cmpmux_imm = 2'd1,
    cmpmux_zero = 2'd2
} cmpmux_sel_t;
typedef enum bit {
    alm1_rs1 = 1'd0,
    alm1_pc = 1'd1
} alumux1_sel_t;
typedef enum bit [3:0] {
    imm_i = 4'd0,
    imm_u = 4'd1,
    imm_b = 4'd2,
    imm_s = 4'd3,
    imm_j = 4'd4
} ctwimm_sel_t;
typedef enum bit [1:0] {
    alm2_imm = 2'd0,
    alm2_rs2 = 2'd1,
    alm2_zero = 2'd2
} alumux2_sel_t;
typedef enum bit [2:0] {
    wbm_alu = 3'd0,
    wbm_br = 3'd1,
    wbm_imm = 3'd2,
    wbm_rdata = 3'd3,
    wbm_pc4 = 3'd4,
    wbm_pc2 = 3'd5
} wb_sel_t;
typedef enum bit [2:0] {
    beq  = 3'b000,
    bne  = 3'b001,
    blt  = 3'b100,
    bge  = 3'b101,
    bltu = 3'b110,
    bgeu = 3'b111
} branch_funct3_t;
typedef enum bit [2:0] {
    lb  = 3'b000,
    lh  = 3'b001,
    lw  = 3'b010,
    lbu = 3'b100,
    lhu = 3'b101
} load_funct3_t;
typedef enum bit [2:0] {
    sb = 3'b000,
    sh = 3'b001,
    sw = 3'b010
} store_funct3_t;
typedef enum bit [2:0] {
    add  = 3'b000,  
    sll  = 3'b001,
    slt  = 3'b010,
    sltu = 3'b011,
    axor = 3'b100,
    sr   = 3'b101,  
    aor  = 3'b110,
    aand = 3'b111
} arith_funct3_t;
typedef enum bit [2:0] {
    alu_add = 3'b000,
    alu_sll = 3'b001,
    alu_sra = 3'b010,
    alu_sub = 3'b011,
    alu_xor = 3'b100,
    alu_srl = 3'b101,
    alu_or  = 3'b110,
    alu_and = 3'b111
} alu_ops;
typedef enum bit [2:0] {
    mul    = 3'b000,  
    mulh   = 3'b001,  
    mulhsu = 3'b010,  
    mulhu  = 3'b011,  
    div    = 3'b100,  
    divu   = 3'b101,  
    rem    = 3'b110,  
    remu   = 3'b111   
} mul_ops;
typedef struct packed {
    rv32i_opcode opcode;
    alu_ops aluop;
    logic muldiv;
    branch_funct3_t cmpop;
    logic load_regfile;
    logic dmem_read;
    logic dmem_write;
    cmpmux_sel_t cmpmux_sel;
    logic [1:0] pcmux_sel;
    alumux1_sel_t alumux1_sel;
    wb_sel_t wbmux_sel;
    alumux2_sel_t alumux2_sel;
    logic [2:0] funct3;
    logic [6:0] funct7;
    logic [31:0] pc;
    logic [31:0] imm;
    logic [4:0] rs1;
    logic [4:0] rs2;
    logic [4:0] rd;
} rv32i_control_word;
typedef logic [31:0] rv32i_word;
typedef logic [4:0] rv32i_reg;
typedef logic [3:0] rv32i_mem_wmask;
endpackage : rv32i_types
module cache_arbiter #(
    parameter s_offset = 5,
    parameter s_index  = 3,
    parameter s_tag    = 32 - s_offset - s_index,
    parameter s_mask   = 2**s_offset,
    parameter s_line   = 8*s_mask
)
(
    input logic clk,
    input logic imem_read,
    input logic dmem_read,
    input logic dmem_write,
    output logic icache_read,
    output logic dcache_read,
    output logic dcache_write,
    input logic l2_icache_read,
    input logic l2_icache_write,
    input logic [31:0] l2_icache_address,
    input logic [s_line-1:0] l2_icache_wdata,
    output logic l2_icache_resp,
    output logic [s_line-1:0] l2_icache_rdata,
    input logic l2_dcache_read,
    input logic l2_dcache_write,
    input logic [31:0] l2_dcache_address,
    input logic [s_line-1:0] l2_dcache_wdata,
    output logic l2_dcache_resp,
    output logic [s_line-1:0] l2_dcache_rdata,
    input logic l2_resp,
    input logic [s_line-1:0] l2_rdata,
    output logic l2_read,
    output logic l2_write,
    output logic [31:0] l2_address,
    output logic [s_line-1:0] l2_wdata
);
logic icache_enable, dcache_enable;
logic icache_sel, dcache_sel;
enum integer { IDLE, ICACHE, DCACHE } state, next_state;
assign icache_sel = l2_icache_read | l2_icache_write;
assign dcache_sel = l2_dcache_read | l2_dcache_write;
assign icache_read = icache_enable & imem_read;
assign dcache_read = dcache_enable & dmem_read;
assign dcache_write = dcache_enable & dmem_write;
initial begin
    state = IDLE;
end
always_comb begin
    l2_read = 1'b0;
    l2_write = 1'b0;
    l2_address = 32'b0;
    l2_wdata = {s_line{1'bX}};
    l2_icache_rdata = {s_line{1'bX}};
    l2_dcache_rdata = {s_line{1'bX}};
    l2_icache_resp = 1'b0;
    l2_dcache_resp = 1'b0;
    icache_enable = 1'b1;
    dcache_enable = 1'b1;
    case(state)
        IDLE: begin
            if (icache_sel & ~dcache_sel) begin
                l2_read = l2_icache_read;
                l2_write = l2_icache_write;
                l2_address = l2_icache_address;
                l2_wdata = l2_icache_wdata;
                l2_icache_rdata = l2_rdata;
                if (l2_resp) begin
                    l2_icache_resp = 1'b1;
                end
            end else if (~icache_sel & dcache_sel) begin
                l2_read = l2_dcache_read;
                l2_write = l2_dcache_write;
                l2_address = l2_dcache_address;
                l2_wdata = l2_dcache_wdata;
                l2_dcache_rdata = l2_rdata;
                if (l2_resp) begin
                    l2_dcache_resp = 1'b1;
                end
            end
        end
        ICACHE: begin
            l2_read = l2_icache_read;
            l2_write = l2_icache_write;
            l2_address = l2_icache_address;
            l2_wdata = l2_icache_wdata;
            l2_icache_rdata = l2_rdata;
            if (l2_resp) begin
                l2_icache_resp = 1'b1;
            end
        end
        DCACHE: begin
            l2_read = l2_dcache_read;
            l2_write = l2_dcache_write;
            l2_address = l2_dcache_address;
            l2_wdata = l2_dcache_wdata;
            l2_dcache_rdata = l2_rdata;
            if (l2_resp) begin
                l2_dcache_resp = 1'b1;
            end
        end
    endcase
end
always_comb begin
    next_state = state;
    case(state)
        IDLE:
            if (icache_sel)
                next_state = ICACHE;
            else if (dcache_sel)
                next_state = DCACHE;
        ICACHE:
            if (l2_resp & ~dcache_sel)
                next_state = IDLE;
            else if (l2_resp)
                next_state = DCACHE;
        DCACHE:
            if (l2_resp & ~icache_sel)
                next_state = IDLE;
            else if (l2_resp)
                next_state = ICACHE;
    endcase
end
always_ff @( posedge clk ) begin
    state <= next_state;
end
endmodule
==> Slide: Implementation Results <==
Key Metrics from the Run

Clock network
  • Num Clock Sinks: 2
  • Post-CTS Hold Fix Bufs: 0
  • H-Tree Level Count: 1
  • Worst-path clk slew: 30 ps
  • # resized after CTS: 0
  • CTS buffer count: 3
  • CTS tree: built
  • Setup Fix Bufs, Post-CTS: 0
  • Clk latency late pin: 220 ps
  • Bufs on Longest Clock Path: 2
  • Root Driver: clkbuf_16

Detailed routing
  • Routed wire per std cell: 48.57 um
  • Drt first-iter violations: 2,347
  • Total number of vias: 19,608
  • First drt pass iteration count: 8
  • DRC: 0
  • Vias per inst: 2.751
  • Final WL: 346,200 um
  • Count of antenna-violating nets left after detailed routing: 0

GRT
  • Largest net degree at the start of global routing: 172
  • Vias in the first global route: 16,400
  • Total GRT Usage: 16.38%
  • First-pass GRT wire length: 385,700 um
  • Initial antenna violation count: 246
  • GRT overflow: 0

Die
  • Placement Rows: 226
  • Die width: 638 um
  • Die area: 407,000 um2
  • Core Box Area: 379,800 um2
  • Die height: 638 um
  • Initial Util: 3.263%
  • # IOs: 1,648

Worst setup path
  • Buffers and inverters on the worst path: 4
  • Critical-path top delay cell: clkdlybuf4s50_1
  • CP Launch Type: input pin
  • CP max stage delay: 840 ps
  • Critical path required time: 31,040 ps
  • Crit-path cells: clkdlybuf4s50_1 > nor2_4 > buf_4 > buf_4 > o21ai_0 > a31oi_1 > clkdlybuf4s50_1
  • CP Data Arrival Time: 12,560 ps
  • Delay-heaviest family, CP: buffers and inverters
  • Worst setup startpoint: l2_icache_read
  • Critical path class: in2out
  • Worst R2R Start: state[0]
  • Critical path capture point type: primary output
  • R2R Setup Slk: 36,770 ps
  • Max Fanout on Critical Path: 62

Power
  • Clock share of power: 0.7%
  • IR drop worst, VDD: 0.08086 mV
  • Leakage Power: 0.005379 uW
  • Comb power frac: 99.0%
  • Pint: 837.7 uW
  • Power Density: 92.37 nW/um2
  • P_sw: 1274 uW
  • Sequential group share of total power: 0.3%
  • Sw frac: 60.32%

Job
  • Tally of OpenROAD warnings: 31
  • Max Cap Viol: 0

Placement
  • Placed cell areas: 22,670 um2
  • Routability cong.: 0.9004
  • Place WS: 18,620 ps
  • DPL Wire Length: 325,600 um
  • Port Buf Inserts: 873

Timing
  • Final Hold Fails: 0
  • Final Max-Slew Violation Tally: 0
  • Clock Skews: 2.150 ps
  • Worst Slack Setup Final: 18,480 ps
  • Worst Max-Slew Pin Slew: 1020 ps
  • Final min period: 20,320 ps
  • RSZ-0062 raised after global routing: no
  • Cycle use final: 52.36%
  • Max frequency: 49.22 MHz
  • Setup tns final: 0 ps
  • Setup-failing EPs final: 0
  • Relative slew slack: 31.66%

Cells and area
  • Logic area: 7153 um2
  • Non-Filler Cell Area, Final: 22,860 um2
  • Layout cell share with drive strength beyond 1: 2.517%
  • Largest register FFs: 2
  • Fillers: 44,753
  • Largest Register: state
  • Total area of sequential cells: 60.06 um2
  • Layout overhead on the synthesized area: 84.44%
  • Top flop regs: state x2

Logic synthesis
  • Count leader, synth: buf_4
  • Synth top cells by count: buf_4, a31oi_1, nand3_1
  • Sequential area share after synthesis: 0.4846%
  • Number of flops mapped to enable cells by yosys: 2
  • Top_reg_cell synth: edfxtp_1
  • Seq cells post-synth: 2
  • Top cells, area: buf_4, a221oi_1, a31oi_1
  • Ys Warns: 1
  • YS chip area: 12,390 um2
  • Netlist cell types: 30
  • Synth area leader: buf_4
  • Synth Cell Area: 12,390 um2
  • Yosys top cell area share: 32.41%
  • Cells after Synth: 1,909
  • FFs w/ async S/R, synth: 0%
  • Syn Area/Cell: 6.492 um2
  • Ys cells: 1,909

Worst hold path
  • Min-delay src: state[0]
  • HP Class: reg2reg

Status
  • Status: finished, final reports clean
## worst min-delay path, stage by stage (launching register included)
cell	delay [ps]
edfxtp_1	450
ha_4	340
o211ai_1	170
o21ai_0	100
## layer usage
layer	part of all wire, %	track usage, %	vias to the layer above
li1	-	-	7232
met1	26	13.47	8937
met2	44	25.56	2678
met3	24	17.85	650
met4	4.8	5.372	111
met5	0.31	0.7013	-
## path summary, 6_finish.rpt
check	to	depth (start not counted)
hold reg to reg	state[1]	3
setup / recovery	l2_wdata[141]	7
setup reg to reg	state[0]	5
hold / removal	state[1]	3
## cell type report
type,count,area share (%)
tap,5016,27.46
antenna,46,0.5036
timing repair buffer,910,39.50
inverter,38,0.6568
sequential,2,0.2627
clock buffer,3,0.3284
multi-input combinational,1113,31.29
## stage by stage
step           hold slack (ps)  utilization (%)  cells  power (uW)
2_1_floorplan            958.5                -   1909       587.6
3_3_place_gp              1203            5.969   7079        2136
3_5_place_dp              1219            5.969   7079        2115
4_1_cts                   1232            5.989   7082        2141
5_1_grt                   1330            6.005   7106        2216
6_report                  1255            6.019   7128        2111
## power groups by stage
stage | Sequential (uW) | Combinational [uW] | Clock (uW)
5_1_grt | 6.20 | 2190 | 16.0
4_1_cts | 6.09 | 2120 | 15.7
6_report | 6.15 | 2090 | 15.6
## layout by cell type, fill, tap and decap left out, drive strengths merged
cell / synthesis / routed
a21oi: 1 / 1
a221oi: 255 / 255
a31oi: 258 / 258
a32o: 1 / 1
and2: 1 / 1
buf: 627 / 37
clkbuf: 129 / 3
clkdlybuf4s50: 0 / 873
diode: 0 / 46
edfxtp: 2 / 2
ha: 4 / 4
inv: 38 / 38
nand2: 1 / 1
nand2b: 34 / 34
nand3: 256 / 256
nor2: 5 / 5
o211ai: 1 / 1
o21ai: 257 / 257
o22ai: 1 / 1
o31ai: 1 / 1
o32ai: 34 / 34
or2: 2 / 2
or2b: 1 / 1
## cells by family after synthesis
family / share of synthesized area, %
AND-OR/OR-AND: 44.48
adder cells (fa/ha/maj): 0.4039
buffers and inverters: 42.06
flip-flops: 0.4846
AND/OR/NAND/NOR: 12.57
Power and IR drop assume default switching activity.
